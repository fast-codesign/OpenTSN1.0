$ cat ./config.mk
export PLATFORM = sky130hd
export DESIGN_NAME = ssm
export DESIGN_NICKNAME = ssm
export VERILOG_FILES = /design/flow/design.v
export SDC_FILE = /design/flow/constraint.sdc
export NUM_CORES = 4
export LEC_CHECK = 1
export CORE_UTILIZATION = 40
$ cat ./constraint.sdc
current_design ssm

set clk_period 30.9
set clk_io_pct 0.2

create_clock -name clk0 -period $clk_period [get_ports {clk}]

set non_clock_inputs [all_inputs -no_clocks]
set_input_delay [expr $clk_period * $clk_io_pct] -clock clk0 $non_clock_inputs
set_output_delay [expr $clk_period * $clk_io_pct] -clock clk0 [all_outputs]
$ cat ./design.v
 module ssm#(
     parameter PLATFORM = "Xilinx-Openbox-S4"
 )(
     input clk,
     input rst_n,
     input [133:0] pktin_data,
     input pktin_data_wr,
     input [15:0] sample_freq,
     input [47:0] lcm2ssm_time,
     input cnt_rst,
     output wire [133:0] pktout_data,
     output wire pktout_data_wr,
     output wire pktout_data_valid,
     output wire pktout_data_valid_wr,
     output wire [31:0] pkt_num
 );
     wire [133:0] encap2sample_data;
     wire encap2sample_data_wr;
     ssm_encap ssm_encap_inst(
      .clk(clk),
      .rst_n(rst_n),
      .pktin_encap_data(pktin_data),
      .pktin_encap_data_wr(pktin_data_wr),
      .pktout_encap_data(encap2sample_data),
      .pktout_encap_data_wr(encap2sample_data_wr)
     );
     ssm_sample ssm_sample_inst(
      .clk(clk),
      .rst_n(rst_n),
      .cnt_rst(cnt_rst),
      .pktin_sample_data(encap2sample_data),
      .pktin_sample_data_wr(encap2sample_data_wr),
      .sample_freq(sample_freq),
      .lcm2ssm_sample_time(lcm2ssm_time),
      .pktout_sample_data(pktout_data),
      .pktout_sample_data_wr(pktout_data_wr),
      .pktout_sample_data_valid(pktout_data_valid),
      .pktout_sample_data_valid_wr(pktout_data_valid_wr),
      .pkt_num(pkt_num)
     );
 endmodule
 module ssm_encap #(
     parameter PLATFORM = "Xilinx-OpenBox-S4"
 ) (
    input clk,
    input rst_n,
    input [133:0] pktin_encap_data,
    input pktin_encap_data_wr,
    output reg[133:0] pktout_encap_data,
    output reg pktout_encap_data_wr
 );
    reg [2:0] ssm_encap_state;
    reg [103:0] pkt_5tuple;
    reg [1:0] vlan_flag;
    reg [133:0] register1;
    reg [133:0] register2;
    reg [133:0] register3;
    reg [11:0] pkt_bytecount;   
    reg [1:0] out_1514;
    localparam IDLE_S = 3'd0,
               ENCAP_MD1_S = 3'd1,
               ENCAP_ETH_HDR2_S = 3'd2,
               GET_PROTOCOL_IP_TRANSMD0_S = 3'd3,
               GET_IP_PORT_TRANSMD1_S = 3'd4,
               TRAN_S =3'd5,
               TRAN_OVER1514_S =3'd6;
    always@(posedge clk or negedge rst_n)begin
          if(!rst_n)begin
              pktout_encap_data <=134'b0;
              pktout_encap_data_wr <=1'b0;
              pkt_5tuple <=104'b0;
              vlan_flag <=2'b00;
              register1 <=134'b0;
              register2 <=134'b0;
              register3 <=134'b0;
              pkt_bytecount <=12'b0;
              out_1514 <=2'b00;
              ssm_encap_state <=IDLE_S;
          end
          else begin
               case(ssm_encap_state)
                    IDLE_S:begin
                        if((pktin_encap_data[133:132]==2'b01)&&(pktin_encap_data_wr==1'b1) && (pktin_encap_data[107:96]>=12'd1498))begin
                            pktout_encap_data <={6'b010000, 20'h00000, 12'd1546, 96'b0};           
                            pktout_encap_data_wr <=1'b1;
                            register1 <={6'b110000, pktin_encap_data[127:0]};
                            pkt_bytecount <=12'b0;  
                            out_1514 <=2'b11;
                            ssm_encap_state <=ENCAP_MD1_S;
                        end
                        else if((pktin_encap_data[133:132]==2'b01)&&(pktin_encap_data_wr==1'b1) && (pktin_encap_data[107:96]<12'd1498))begin
                            pktout_encap_data <={6'b010000, 20'h00000, pktin_encap_data[107:96]+12'd48, 96'b0};           
                            pktout_encap_data_wr <=1'b1;
                            register1 <={6'b110000, pktin_encap_data[127:0]};
                            out_1514 <=2'b00;
                            ssm_encap_state <=ENCAP_MD1_S;
                        end
                        else begin
                            pktout_encap_data <=134'b0;
                            pktout_encap_data_wr <=1'b0;
                            ssm_encap_state <=IDLE_S;
                        end
                    end
                    ENCAP_MD1_S:begin
                        if((pktin_encap_data[133:132]==2'b11)&&(pktin_encap_data_wr==1'b1))begin
                            pktout_encap_data <={6'b110000, 128'b0};                                    
                            pktout_encap_data_wr <=1'b1;
                            register2 <=register1;
                            register1 <=pktin_encap_data;
                            ssm_encap_state <=ENCAP_ETH_HDR2_S;
                        end 
                        else begin
                            ssm_encap_state <=IDLE_S;
                        end
                    end
                   ENCAP_ETH_HDR2_S:begin
                         if((pktin_encap_data[133:132]==2'b11) && (pktin_encap_data_wr==1'b1) && (pktin_encap_data[31:16]==16'h8100))begin
                           pktout_encap_data <={6'b110000, 48'hffff_ffff_ffff, 48'h0000_0000_0000, 16'hff03, 16'h0000};         
                           pktout_encap_data_wr <=1'b1;
                           vlan_flag <=2'b01;
                           register3 <=register2;
                           register2 <=register1;
                           register1 <=pktin_encap_data;
                           ssm_encap_state <=GET_PROTOCOL_IP_TRANSMD0_S;
                       end
                       else if((pktin_encap_data[133:132]==2'b11) && (pktin_encap_data_wr==1'b1)&&(pktin_encap_data[31:16]==16'h0800))begin
                           pktout_encap_data <={6'b110000, 48'hffff_ffff_ffff, 48'h0000_0000_0000, 16'hff03, 16'h0000};        
                           pktout_encap_data_wr <=1'b1;
                           vlan_flag <=2'b00;
                           register3 <=register2;
                           register2 <=register1;
                           register1 <=pktin_encap_data;
                           ssm_encap_state <=GET_PROTOCOL_IP_TRANSMD0_S;
                       end
                       else begin
                           pktout_encap_data <={6'b110000, 48'hffff_ffff_ffff, 48'h0000_0000_0000, 16'hff03, 16'h0000};        
                           pktout_encap_data_wr <=1'b1;
                           vlan_flag <=2'b11;
                           register3 <=register2;
                           register2 <=register1;
                           register1 <=pktin_encap_data;
                           ssm_encap_state <= GET_PROTOCOL_IP_TRANSMD0_S;
                       end
                    end
                   GET_PROTOCOL_IP_TRANSMD0_S:begin
                         if((vlan_flag==2'b01)&&(pktin_encap_data[127:112]==16'h0800)&&((pktin_encap_data[39:32]==8'h06)||(pktin_encap_data[39:32]==8'h11)))begin  
                               pkt_5tuple[39:32]  <=pktin_encap_data[39:32];   
                               pkt_5tuple[103:88] <=pktin_encap_data[15:0];   
                               pktout_encap_data <=register3;
                               register3 <=register2;
                               register2 <=register1;
                               register1 <=pktin_encap_data;
                               ssm_encap_state <= GET_IP_PORT_TRANSMD1_S;
                         end
                         else if((vlan_flag==2'b00)&&((pktin_encap_data[71:64]==8'h06)||(pktin_encap_data[71:64]==8'h11)))begin           
                               pkt_5tuple[39:32]  <=pktin_encap_data[71:64];    
                               pkt_5tuple[103:72] <=pktin_encap_data[47:16];   
                               pkt_5tuple[71:56]  <=pktin_encap_data[15:0];     
                               pktout_encap_data <=register3;
                               register3 <=register2;
                               register2 <=register1;
                               register1 <=pktin_encap_data;
                               ssm_encap_state <= GET_IP_PORT_TRANSMD1_S;
                         end
                              else begin
                                     pktout_encap_data <=register3;
                                     register3 <=register2;
                                     register2 <=register1;
                                     register1 <=pktin_encap_data;
                                     ssm_encap_state <=GET_IP_PORT_TRANSMD1_S;
                              end
                    end
                    GET_IP_PORT_TRANSMD1_S:begin
                          if(vlan_flag==2'b01)begin
                               pktout_encap_data[133:104] <={6'b110000, 24'h0000_00};
                               pktout_encap_data[87:72] <=pktin_encap_data[127:112];  
                               pktout_encap_data[71:40] <=pktin_encap_data[111:80];   
                               pktout_encap_data[31:16] <=pktin_encap_data[79:64];    
                               pktout_encap_data[15:0]  <=pktin_encap_data[63:48];     
                               pktout_encap_data[39:32]  <=pkt_5tuple[39:32];   
                               pktout_encap_data[103:88] <=pkt_5tuple[103:88];    
                               register3 <=register2;
                               register2 <=register1;
                               register1 <=pktin_encap_data;
                               ssm_encap_state <=TRAN_S;
                          end
                          else if(vlan_flag==2'b00) begin
                               pktout_encap_data[133:104] <={6'b110000, 24'h0000_00};
                               pktout_encap_data[55:40]  <=pktin_encap_data[127:112];     
                               pktout_encap_data[31:16]  <=pktin_encap_data[111:96];      
                               pktout_encap_data[15:0]   <=pktin_encap_data[95:80];       
                               pktout_encap_data[39:32]  <=pkt_5tuple[39:32];        
                               pktout_encap_data[103:72] <=pkt_5tuple[103:72];       
                               pktout_encap_data[71:56]  <=pkt_5tuple[71:56];        
                               register3 <=register2;
                               register2 <=register1;
                               register1 <=pktin_encap_data;
                               ssm_encap_state <=TRAN_S;
                          end
                          else begin
                               pktout_encap_data <=register3;
                               register3 <=register2;
                               register2 <=register1;
                               register1 <=pktin_encap_data;
                               ssm_encap_state <=TRAN_S;
                          end
                     end
                    TRAN_S:begin
                          if( (register3[133:132]==2'b11) && (out_1514 ==2'b11) && (pkt_bytecount<12'd1456) )begin    
                               register3 <=register2;
                               register2 <=register1;
                               register1 <=pktin_encap_data;
                               pktout_encap_data <=register3;
                               pktout_encap_data_wr <=1'b1;
                               pkt_bytecount <=pkt_bytecount+12'd16;
                               ssm_encap_state <=TRAN_OVER1514_S;
                          end
                          else if((register3[133:132]==2'b10) && (out_1514 ==2'b00) )begin
                               pktout_encap_data <=register3;
                               pktout_encap_data_wr <=1'b1;
                               register3 <=134'b0;
                               ssm_encap_state <=IDLE_S;
                           end
                           else begin
                               register3 <=register2;
                               register2 <=register1;
                               register1 <=pktin_encap_data; 
                               pktout_encap_data <=register3;
                               pktout_encap_data_wr <=1'b1;
                               ssm_encap_state <=TRAN_S;
                         end 
                    end
                   TRAN_OVER1514_S:begin
                          if( (register3[133:132]==2'b11) && (out_1514 ==2'b11) && (pkt_bytecount <12'd1456) )begin
                               register3 <=register2;
                               register2 <=register1;
                               register1 <=pktin_encap_data;
                               pktout_encap_data <=register3;
                               pktout_encap_data_wr <=1'b1;
                               pkt_bytecount <=pkt_bytecount+12'd16;
                               ssm_encap_state <=TRAN_OVER1514_S;
                          end
                          else begin
                               pktout_encap_data <={6'b100110, register3[127:48], 48'h0000_0000_0000};
                               pktout_encap_data_wr <=1'b1;
                               register3 <=134'b0;
                               register2 <=134'b0;
                               register1 <=134'b0;
                               pkt_bytecount <=12'b0;
                               ssm_encap_state <=IDLE_S;
                          end                 
                   end
               endcase
          end
    end           
 endmodule
 module ssm_sample #(
     parameter PLATFORM = "Xilinx-OpenBOX-S4"
 )(
     input clk,
     input rst_n,
     input cnt_rst,
     input [133:0] pktin_sample_data,
     input pktin_sample_data_wr,
     input [15:0] sample_freq,
     input [47:0] lcm2ssm_sample_time,
     output reg [133:0] pktout_sample_data,
     output reg pktout_sample_data_wr,
     output reg pktout_sample_data_valid,
     output reg pktout_sample_data_valid_wr,
     output reg [31:0] pkt_num
 );
     reg [2:0] ssm_sample_state;
     reg [15:0] reg_pkt_num;
     localparam IDLE_S = 3'd0,
                TRAN_MD1_S = 3'd1,
                TRAN_ETH_HDR2_S = 3'd2,
                ADD_TIME_S =3'd3,
                TRAN_S = 3'd4;   
     always@(posedge clk or negedge rst_n)begin 
          if(!rst_n)begin
               pktout_sample_data <=134'b0;
               pktout_sample_data_wr <=1'b0;
               pktout_sample_data_valid <=1'b0;
               pktout_sample_data_valid_wr <=1'b0;
               pkt_num <=32'b0;
               reg_pkt_num <=16'b0;
               ssm_sample_state <=IDLE_S;
          end 
          else begin
               case(ssm_sample_state)
                    IDLE_S:begin
                    if(cnt_rst==1'b0)begin
                         if((pktin_sample_data[133:132]==2'b01) && (pktin_sample_data_wr==1'b1) && (reg_pkt_num==sample_freq-16'd1))begin
                              reg_pkt_num <=16'b0;
                              pkt_num <=pkt_num+16'd1;
                              pktout_sample_data <=pktin_sample_data;
                              pktout_sample_data_wr <=1'b1;
                              pktout_sample_data_valid <=1'b0;
                              pktout_sample_data_valid_wr <=1'b0;
                              ssm_sample_state <=TRAN_MD1_S;
                         end
                         else if((pktin_sample_data[133:132]==2'b01) && (pktin_sample_data_wr==1'b1) && (reg_pkt_num!=sample_freq-16'd1))begin
                              pkt_num <=pkt_num+16'd1;
                              reg_pkt_num <=reg_pkt_num+16'd1;
                         end
                         else begin             
                              pktout_sample_data <=134'b0;
                              pktout_sample_data_wr <=1'b0;
                              pktout_sample_data_valid <=1'b0;
                              pktout_sample_data_valid_wr <=1'b0;
                              ssm_sample_state <=IDLE_S;
                         end
                     end
                     else begin
                             pkt_num <=32'b0;
                             reg_pkt_num <=16'b0;             
                     end
                 end
                    TRAN_MD1_S:begin
                         pktout_sample_data <=pktin_sample_data;
                         pktout_sample_data_wr <=1'b1;
                         pktout_sample_data_valid <=1'b0;
                         pktout_sample_data_valid_wr <=1'b0;
                         ssm_sample_state <=TRAN_ETH_HDR2_S;               
                    end
                    TRAN_ETH_HDR2_S:begin
                         pktout_sample_data <=pktin_sample_data;
                         pktout_sample_data_wr <=1'b1;
                         pktout_sample_data_valid <=1'b0;
                         pktout_sample_data_valid_wr <=1'b0;
                         ssm_sample_state <=ADD_TIME_S;   
                    end
                    ADD_TIME_S:begin
                         pktout_sample_data <={pktin_sample_data[133:48], lcm2ssm_sample_time};
                         pktout_sample_data_wr <=1'b1;
                         pktout_sample_data_valid <=1'b0;
                         pktout_sample_data_valid_wr <=1'b0;
                         ssm_sample_state <=TRAN_S;  
                    end
                    TRAN_S:begin
                         if(pktin_sample_data[133:132]==2'b10)begin
                              pktout_sample_data <=pktin_sample_data;
                              pktout_sample_data_wr <=1'b1;
                              pktout_sample_data_valid <=1'b1;
                              pktout_sample_data_valid_wr <=1'b1;
                              ssm_sample_state <=IDLE_S;
                         end
                         else begin
                              pktout_sample_data <=pktin_sample_data;
                              pktout_sample_data_wr <=1'b1;
                              pktout_sample_data_valid <=1'b0;
                              pktout_sample_data_valid_wr <=1'b0;
                              ssm_sample_state <=TRAN_S;
                         end
                    end
               endcase
          end   
      end
 endmodule
$ cat ./run.sh
#!/bin/bash
# OpenROAD 26Q1-2900-gdf79404cd8, Yosys 0.63+post, stock flow scripts
make -C /OpenROAD-flow-scripts/flow DESIGN_CONFIG=/design/flow/config.mk WORK_HOME=/design/flow/orfs finish
==> impl_metrics.csv <==
group,metric,value,unit
synth,ys_sh_mux,5.587,%
setup_path,reg2reg_from,"ssm_encap_inst.ssm_encap_state[2]$_DFF_PN0_",
grt,antenna_found_initial,10,
pwr,p_leak,0.01835,uW
floorplanning,core_area,83820,um2
floorplanning,floorplan.core_util,40.45,%
setup_path,crit_chain,"clkdlybuf4s50_1, inv_1, ha_1, or3b_2, o21ai_0, a21oi_1, o2111ai_2, o31ai_4, o211ai_1, buf_4, buf_4, mux2_1",
hold_path,holdPathEnd,"ssm_sample_inst.ssm_sample_state[4]$_DFF_PN0_",
place,globalplace.congestion,0.9693,
grt,grtUsageTotal,26.97,%
clock_network,htree_num_levels,3,
final_timing,worst_slack,21.10,ns
place,dp_hpwl,77.36,mm
setup_path,cp_num_buf_inv,4,
clock_network,clkSlewWorstSetupHoldPaths,0.06,ns
layout,nFillCells,7175,
synth,yosysChipArea,33910,um2
setup_path,cp_common_cell,"buf_4",
synth,postSynthAreaPerCell,11.57,um2
final_timing,setup_viol,0,
synth,synth_flop_count,801,
synth,ys_sh_adder,0.2214,%
clock_network,cts_resized,0,
final_timing,tightest_slew,0.9776,ns
detailed_routing,drcViolationCount,0,
synth,xor_area_share,1.266,%
synth,edf_count,0,
setup_path,r2r-end,"ssm_encap_inst.register1[76]$_DFFE_PN0P_",
clock_network,insertion_delay,0.65,ns
synth,synth-compound-area-share,22.73,%
setup_path,worst-path-max-fanout,48,
detailed_routing,dr_total_vias,25474,
flow_run,cap_viol_max_count,0,
synth,ys_async_sr_fraction,100.0,%
synth,synthCells,2931,
setup_path,worstPathRequired,31.40,ns
final_timing,fin_tns_setup,0,ns
setup_path,critical_path.max_stage_delay,0.71,ns
final_timing,max_freq,0.1020,GHz
synth,logic_family,"AND-OR/OR-AND gates",
synth,yosys.cell_types.count,69,
clock_network,cts_tree,"built",
place,portBuffers,370,
final_timing,relSlewSlack,34.83,%
run_status,status,"completed",
layout,drive_above_1_share,7.835,%
place,place_ws,20.41,ns
synth,ys_sh_simple,6.373,%
hold_path,hold_depth,0,
pwr,pwr_density_cell,86.53,nW/um2
flow_run,tool_warnings,38,
layout,finish.utilization,49.53,%
final_timing,fin_crit_sh,31.73,%
floorplanning,die_w,293.1,um
grt,grt_max_degree,137,
synth,flop_cell,"dfrtp_1",
setup_path,cp-start-kind,"input port",
floorplanning,rows,106,
synth,yosysWarnings,2,
setup_path,critPathArrivalTime,10.30,ns
grt,grt_pass1_wl,166.1,mm
pwr,power,3593,uW
final_timing,hold_viol,0,
clock_network,clock-sinks,801,
synth,synth_top_area_share,58.82,%
detailed_routing,wire_per_inst,24.86,um
floorplanning,die_area,85930,um2
setup_path,crit_family,"buffers and inverters",
grt,grt_pass1_vias,25446,
synth,synth_area_leader_cell,"dfrtp_1",
floorplanning,pin_count,371,
synth,syn-cell-area,33910,um2
setup_path,crit_type,"input port to register",
synth,yosys-stat-cells,2931,
detailed_routing,antenna_left,0,
setup_path,r2r_slack,26.53,ns
synth,postSynthSeqShare,59.13,%
final_timing,period_minus_slack,9.804,ns
detailed_routing,drt_iter0_markers,1885,
final_timing,finClkSkew,0.03981,ns
setup_path,end_kind,"register",
clock_network,tritoncts.num_buffers,87,
layout,area_delta_synth_final,22.46,%
grt,overflow,0,
floorplanning,die_h,293.1,um
hold_path,hold_path.class,"register to register",
setup_path,r2r_cells,8,
hold_path,min-delay-start,"ssm_sample_inst.ssm_sample_state[2]$_DFF_PN0_",
synth,netlist_top_cells_count,"dfrtp_1, a22o_1, o21ai_0, clkbuf_1, nand2_1",
clock_network,cts_setup_buffers,0,
final_timing,rsz0062_at_grt,"false",
pwr,peakVddDrop,68.78,uV
clock_network,clk_path_buf_depth,3,
synth,area_leaders,"dfrtp_1, a22o_1, mux2i_1",
synth,synth_top_cell_by_count,"dfrtp_1",
detailed_routing,dr.pass1.iters,5,
setup_path,critPathSlowestCell,"buf_4",
clock_network,cts-root-buf,"clkbuf_16",
final_timing,drv_slew,0,
detailed_routing,viasPerCell,5.759,
detailed_routing,routed_wirelength,109.9,mm
clock_network,cts_hold_buf,0,
==> worst reg2reg max path: stages, from the launching register on <==
cell and delay, ns:
dfrtp_2 0.85, nor2_1 0.18, nand3_1 0.29, o21a_2 0.22, nand3_4 0.41, nor2_4 0.84, buf_4 0.56, buf_4 0.70
a22o_1 0.27
==> flip-flops by register name, indices dropped and copies added, names as in the netlist, 2 cells and up, named ones only <==
| signal | cells |
|---|---|
| ssm_encap_inst.pktout_encap_data | 134 |
| ssm_encap_inst.register1 | 134 |
| ssm_encap_inst.register2 | 134 |
| ssm_encap_inst.register3 | 134 |
| ssm_sample_inst.pktout_sample_data | 134 |
| ssm_encap_inst.pkt_5tuple | 56 |
| ssm_sample_inst.pkt_num | 32 |
| ssm_sample_inst.reg_pkt_num | 16 |
| ssm_encap_inst.pkt_bytecount | 8 |
| ssm_encap_inst.ssm_encap_state | 7 |
| ssm_sample_inst.ssm_sample_state | 5 |
| ssm_encap_inst.out_1514 | 2 |
==> how the worst max path moves through the flow <==
stage	from	end	slack [ns]	depth (start not counted)
6_report	sample_freq[0]	ssm_sample_inst.pktout_sample_data[132]$_DFFE_PN0P_	21.10	12
5_1_grt	sample_freq[0]	ssm_sample_inst.pktout_sample_data[132]$_DFFE_PN0P_	20.78	12
4_1_cts	sample_freq[0]	ssm_sample_inst.pktout_sample_data[132]$_DFFE_PN0P_	21.06	12
==> final cells by class <==
cell class | instances | area [um2] | area share, %
sequential | 801 | 20050 | 48.30
tap | 1134 | 1419 | 3.417
clock inverter | 26 | 324.1 | 0.7805
multi-input combinational | 1729 | 12350 | 29.74
inverter | 160 | 600.6 | 1.446
antenna | 9 | 22.52 | 0.05424
clock buffer | 136 | 2572 | 6.196
timing repair buffer | 428 | 4182 | 10.07
==> metrics by stage <==
step	hold WS [ns]	instances	area, um2
after global placement	0.3634	4252	38600
after floorplan	0.3461	2931	33910
after global routing	0.4076	4418	41510
after CTS	0.3859	4414	41500
final	0.3822	4423	41520
after detailed placement	0.3625	4252	38600
==> cells by family (layout without fill, tap and decap cells) <==
| family | Yosys count | in the layout |
|---|---|---|
| AOI/OAI and AO/OA | 1020 | 1020 |
| DFF | 801 | 801 |
| and+or+nand+nor | 469 | 469 |
| buffers and inverters | 401 | 750 |
| muxes | 185 | 185 |
| xor gates and xnor gates | 49 | 49 |
| adders and majority gates | 6 | 6 |
| other | 0 | 9 |
==> layout by cell type (no fill, tap or decap), types with 9 or more instances in the layout <==
cell / count
a221oi_1: 73
nor3_1: 13
inv_1: 160
a22o_1: 531
clkdlybuf4s50_1: 369
clkbuf_16: 88
and3_1: 9
a31oi_1: 61
clkbuf_1: 29
o21ai_0: 207
nand2_1: 172
clkbuf_8: 19
or4_1: 9
mux2_2: 33
xor2_1: 28
clkinv_2: 11
a21oi_1: 56
nor2_1: 145
mux2i_1: 151
xnor2_1: 21
nor4_1: 10
a22oi_1: 33
buf_4: 55
dfrtp_1: 794
diode_2: 9
or3_1: 14
nand3_1: 30
==> per-layer routing <==
metal | wire length, um | track usage (%) | up-vias
met5 | 21 | 0 | -
met4 | 4007 | 8.275 | 4
met2 | 48860 | 38.60 | 964
met3 | 11560 | 10.12 | 166
met1 | 45490 | 39.66 | 12930
li1 | - | - | 11410
==> report_power, final <==
group          internal (uW)  leakage [uW]  switching [uW]
combinational            414       0.00638             608
clock                    617       0.00142             427
sequential              1340        0.0106             189
Power is estimated from default activity; no workload was simulated.
