**config.mk**
```make
export PLATFORM = sky130hd
export DESIGN_NAME = fsm
export DESIGN_NICKNAME = fsm
export VERILOG_FILES = /design/flow/design.v
export SDC_FILE = /design/flow/constraint.sdc
export NUM_CORES = 4
export LEC_CHECK = 1
export CORE_UTILIZATION = 30
```
**constraint.sdc**
```tcl
current_design fsm

set clk_period 9.9
set clk_io_pct 0.2

create_clock -name clk0 -period $clk_period [get_ports {clk}]

set non_clock_inputs [all_inputs -no_clocks]
set_input_delay [expr $clk_period * $clk_io_pct] -clock clk0 $non_clock_inputs
set_output_delay [expr $clk_period * $clk_io_pct] -clock clk0 [all_outputs]
```
**design.v**
```verilog
 module fsm #(
     parameter PLATFORM = "Xilinx-OpenBox-S4"
 )(
     input clk,
     input rst_n,
     input cnt_rst,
     (*mark_debug="TRUE"*) input [133:0] pktin_data,
     (*mark_debug="TRUE"*) input pktin_data_wr,
     (*mark_debug="TRUE"*) input [103:0] lcm2fsm_5tuple,
     (*mark_debug="TRUE"*) input [103:0] lcm2fsm_5tuplemask,
     (*mark_debug="TRUE"*) output reg [39:0] fsm_byte_num,
     (*mark_debug="TRUE"*) output reg [31:0] fsm_pkt_num
 );
    (*mark_debug="TRUE"*) reg [2:0] fsm_state;
     reg [103:0] pkt_5tuple;
     reg vlan_flag;
    (*mark_debug="TRUE"*) reg [11:0] temp_pkt_byte;
     localparam IDLE_S = 3'd0,
                GET_FASTMD1_S = 3'd1,
                WAIT_ETH_PKTHEAD_S = 3'd2,
                GET_PROTOCOL_IP_S = 3'd3,
                GET_IP_PORT_S = 3'd4,
                MATCH_5TUPLE_UPDATE_CNT_S = 3'd5;
     always@(posedge clk or negedge rst_n)begin
          if(!rst_n)begin
              fsm_byte_num <=40'b0;
              fsm_pkt_num <=32'b0;
              pkt_5tuple <=104'b0;
              vlan_flag <=1'b0;
              fsm_state <=IDLE_S;
          end 
          else begin
              case(fsm_state)
                   IDLE_S:begin
                      if(cnt_rst==1'b0)begin
                         if((pktin_data[133:132]==2'b01) && (pktin_data_wr==1'b1))begin
                             temp_pkt_byte <= pktin_data[107:96];
                             fsm_state <=GET_FASTMD1_S;
                              pkt_5tuple <=104'b0;
                          end
                          else begin
                             fsm_state <=IDLE_S;
                           end
                       end
                       else begin
                           fsm_pkt_num <=32'b0;
                           fsm_byte_num <=40'b0;                     
                       end
                     end  
                   GET_FASTMD1_S:begin
                          fsm_state <=WAIT_ETH_PKTHEAD_S;
                     end  
                   WAIT_ETH_PKTHEAD_S:begin
                          if(pktin_data[31:16]==16'h8100)begin
                              vlan_flag <=1'b1;
                              fsm_state <=GET_PROTOCOL_IP_S;
                          end
                          else if(pktin_data[31:16]==16'h0800)begin
                              vlan_flag <=1'b0;
                              fsm_state <=GET_PROTOCOL_IP_S;
                          end
                               else begin
                                    fsm_state <=IDLE_S;
                               end
                     end
                   GET_PROTOCOL_IP_S:begin
                          if((vlan_flag==1'b1)&&(pktin_data[127:112]==16'h0800)&&((pktin_data[39:32]==8'h06)||(pktin_data[39:32]==8'h11)))begin
                               pkt_5tuple[39:32] <=pktin_data[39:32];   
                               pkt_5tuple[103:88] <=pktin_data[15:0];   
                               fsm_state <=GET_IP_PORT_S;
                          end
                          else if((vlan_flag==1'b0)&&((pktin_data[71:64]==8'h06)||(pktin_data[71:64]==8'h11)))begin    
                               pkt_5tuple[39:32] <=pktin_data[71:64];    
                               pkt_5tuple[103:72] <=pktin_data[47:16];   
                               pkt_5tuple[71:56] <=pktin_data[15:0];     
                               fsm_state <=GET_IP_PORT_S;
                          end
                               else begin
                                     fsm_state <=IDLE_S;
                               end
                     end  
                   GET_IP_PORT_S:begin
                          if(vlan_flag==1'b1)begin
                               pkt_5tuple[87:72] <=pktin_data[127:112];  
                               pkt_5tuple[71:40] <=pktin_data[111:80];   
                               pkt_5tuple[31:16] <=pktin_data[79:64];    
                               pkt_5tuple[15:0] <=pktin_data[63:48];     
                               fsm_state <=MATCH_5TUPLE_UPDATE_CNT_S;
                          end
                          else begin
                               pkt_5tuple[55:40] <=pktin_data[127:112];
                               pkt_5tuple[31:16] <=pktin_data[111:96];
                               pkt_5tuple[15:0] <=pktin_data[95:80];
                               fsm_state <=MATCH_5TUPLE_UPDATE_CNT_S;
                          end
                     end  
                   MATCH_5TUPLE_UPDATE_CNT_S:begin
                          if(|((pkt_5tuple^lcm2fsm_5tuple)&lcm2fsm_5tuplemask)==1'b0)begin
                               fsm_byte_num <= (fsm_byte_num+temp_pkt_byte-12'd32);
                               fsm_pkt_num <= fsm_pkt_num+32'd1;                               
                               fsm_state <= IDLE_S;  
                          end
                          else begin
                               fsm_state <= IDLE_S;
                          end    
                     end  
               endcase    
           end
       end           
 endmodule
```
**run.sh**
```bash
#!/bin/bash
# OpenROAD 26Q1-2900-gdf79404cd8, Yosys 0.63+post, stock flow scripts
make -C /OpenROAD-flow-scripts/flow DESIGN_CONFIG=/design/flow/config.mk WORK_HOME=/design/flow/orfs finish
```
==> results.py <==
# Auto-generated metrics
metrics = {
    "timing": {
        "slew_viol_final": 0,
        "fin_skew_ns": 0.0110,
        "setup_viol": 0,
        "slew_headroom": 0.173,
        "setup_tns_ns": 0,
        "tightest_slew_ns": 1.23,
        "hold_viol": 0,
        "fmax_mhz": 174,
        "finalClockPeriodUsage": 0.581,
        "period_needed_ns": 5.76,
        "rsz0062_at_grt": "no",
    },
    "flow_run": {
        "max_cap_viol_count": 0,
        "tool_warnings": 29,
    },
    "worst_setup_path": {
        "worstSetupPathType": "in -> reg",
        "worstPathRequired_ns": 10.30,
        "crit_path_end_kind": "flop",
        "worstSetupStartpointType": "input port",
        "cp_max_fo": 62,
        "worstPathArrival_ns": 6.15,
    },
    "placed_design": {
        "dp_hpwl_um": 38900,
        "io_buffers": 413,
        "gp_congestion": 0.940,
    },
    "synth": {
        "synth-edff-count": 12,
        "syn_inst": 1427,
        "synth-seq-cells": 195,
        "ys_types": 68,
        "synth.cell_area_sq_um": 12600,
        "ys_cells": 1427,
        "yosys-stat-area_sq_um": 12600,
        "ys_seq_frac": 0.391,
        "synth.avg_cell_area_sq_um": 8.85,
        "async_reset_ff_frac": 0.938,
        "yosysWarnings": 1,
        "synthFlopType": "dfrtp_1",
    },
    "clock_network": {
        "clock_latency_ns": 0.46,
        "root_buffer": "clkbuf_16",
        "post_cts_resized": 0,
        "cts_tree": "yes",
        "cts.sinks": 195,
        "cts_setup_buffers": 0,
        "cts.reportedPaths.clkPinSlew_ns": 0.08,
        "ctsHtreeMaxLevel": 4,
        "clk_path_buf_depth": 2,
        "cts_buffers": 17,
        "holdBufCountCts": 0,
    },
    "global_routing": {
        "grt.total_usage": 0.233,
        "grt_pass1_vias": 12000,
        "grt_antenna_before_repair": 16,
        "grt_max_degree": 69,
        "grt_pass1_wl_um": 73000,
        "grt.overflow.total": 0,
    },
    "pwr": {
        "vdd_drop_max_v": 0.000105,
        "p_seq_frac": 0.442,
        "switching_power_w": 0.000480,
        "power_frac_comb": 0.162,
        "netSwitchingFraction": 0.263,
        "p_total_w": 0.00182,
        "leakage_nw": 7.59,
        "p_per_area_nw_per_um2": 102,
        "intPower_w": 0.00134,
        "power_frac_clock": 0.396,
    },
    "layout": {
        "drive_above_1_share": 0.0627,
        "final_layout_top_logic_cells": "clkdlybuf4s50_1 (412), nand2_1 (227), dfrtp_1 (180)",
        "area_growth_pct": 42.0,
        "final_common_cell": "clkdlybuf4s50_1",
    },
    "run_status": {
        "status": "finished clean",
    },
    "route": {
        "drt_iter0_markers": 797,
        "num_vias": 12000,
        "drc": 0,
        "ant_nets": 0,
        "avgViaCountPerCell": 5.09,
        "drt-total-wl_um": 48900,
        "drt-pass1-iter-count": 5,
        "wl_per_cell_um": 20.7,
    },
    "floorplan": {
        "fp_util": 0.306,
        "die_area_sq_um": 42900,
        "dieHeight_um": 207,
        "rows": 74,
        "ioPinCount": 418,
        "die_w_um": 207,
        "placeableCoreArea_sq_um": 41200,
    },
    "min_path": {
        "hp-class": "reg -> reg",
    },
}
[metal layers]
layer | global-route usage | wire length (um) | vias to the layer above
li1 | - | - | 5888
met1 | 0.288 | 19300 | 5645
met5 | 0 | 117 | -
met3 | 0.0653 | 3470 | 67
met2 | 0.403 | 24500 | 384
met4 | 0.0633 | 1480 | 18
[cells by family (layout without fill, tap and decap cells)]
family | count (synthesis) | count (layout) | share of synthesized area
xor gates and xnor gates | 132 | 132 | 0.0916
adders and majority gates | 52 | 52 | 0.0521
buffers and inverters | 143 | 535 | 0.0430
other | 0 | 6 | 0
AOI/OAI and AO/OA | 408 | 408 | 0.203
muxes | 75 | 75 | 0.0643
DFF | 195 | 195 | 0.391
and+or+nand+nor | 422 | 422 | 0.154
[power groups by stage]
stage / clock, W / combinational, W / sequential (W)
global route: 0.000766 / 0.000318 / 0.000807
finish: 0.000722 / 0.000295 / 0.000807
CTS: 0.000738 / 0.000300 / 0.000807
[cell type report]
| class | count | area, sq um |
|---|---|---|
| multi-input cells | 1089 | 7170 |
| clock buffers | 18 | 439 |
| clock inverters | 14 | 153 |
| inverters | 73 | 274 |
| diodes | 6 | 15.0 |
| flip-flops and latches | 195 | 4950 |
| well taps | 532 | 666 |
| repair buffers | 430 | 4270 |
| fillers | 3914 | 23300 |
[cells in the mapped netlist, types with 14 or more instances]
| master | count | area share |
|---|---|---|
| nand2_1 | 228 | 0.068 |
| mux2i_1 | 26 | 0.021 |
| ha_1 | 51 | 0.051 |
| a22oi_1 | 82 | 0.049 |
| nor2_1 | 37 | 0.011 |
| o21ai_0 | 87 | 0.034 |
| clkbuf_1 | 63 | 0.019 |
| xnor2_1 | 14 | 0.0097 |
| dfrtp_1 | 182 | 0.36 |
| a21oi_1 | 61 | 0.024 |
| nand3_1 | 40 | 0.016 |
| o22ai_1 | 20 | 0.0099 |
| o21ai_1 | 65 | 0.026 |
| xor2_1 | 118 | 0.082 |
| mux2_2 | 48 | 0.043 |
| nand4_1 | 18 | 0.0089 |
| a21o_1 | 19 | 0.011 |
| nor3_1 | 28 | 0.011 |
| inv_1 | 73 | 0.022 |
| a22o_1 | 15 | 0.010 |
[final timing paths]
| kind | cells past startpoint | startpoint | to | slack, ns |
|---|---|---|---|---|
| worst min register to register | 0 | fsm_state[3]$_DFF_PN0_ | fsm_state[2]$_DFF_PN0_ | 0.37 |
| max in group asynchronous | 2 | rst_n | vlan_flag$_DFFE_PN0P_ | 7.28 |
| worst max-delay path | 14 | lcm2fsm_5tuple[26] | fsm_pkt_num[24]$_DFFE_PN0P_ | 4.14 |
| min in group asynchronous | 1 | rst_n | fsm_byte_num[23]$_DFFE_PN0P_ | 1.50 |
| worst max register to register | 13 | pkt_5tuple[19]$_DFFE_PN0P_ | fsm_pkt_num[24]$_DFFE_PN0P_ | 5.71 |
| worst min-delay path | 0 | fsm_state[3]$_DFF_PN0_ | fsm_state[2]$_DFF_PN0_ | 0.37 |
[through the flow]
step | area [sq um] | setup WS, ns | hold WS, ns | util | cells
finish | 17900 | 4.14 | 0.375 | 0.435 | 2357
global route | 17900 | 3.91 | 0.392 | 0.435 | 2355
CTS | 17900 | 4.15 | 0.375 | 0.435 | 2351
detailed placement | 17300 | 3.68 | 0.336 | 0.420 | 2319
global placement | 17300 | 3.67 | 0.339 | 0.420 | 2319
floorplan | 12600 | 5.80 | 0.331 | - | 1427
[registers in the layout, indices dropped and copies added, names as in the netlist]
name / flops
temp_pkt_byte: 12
fsm_state: 6
vlan_flag: 1
fsm_pkt_num: 32
pkt_5tuple: 104
fsm_byte_num: 40
[worst max-delay path, stage by stage]
cell             delay (ns)
clkdlybuf4s50_1        0.41
xor2_1                 0.18
a22oi_1                0.30
nand2_1                0.09
nor4_1                 0.99
buf_4                  0.26
and4_1                 0.22
nand3_1                0.08
buf_4                  0.27
and2_2                 0.24
buf_4                  0.30
or4_1                  0.55
nand2_1                0.09
a22o_1                 0.11
Power is estimated from default activity; no workload was simulated.
